File: design.v
`timescale 1ns / 1ps
module Traffic_Light_Controller(
    input clk,rst,
    output reg [2:0]light_M1,
    output reg [2:0]light_S,
    output reg [2:0]light_MT,
    output reg [2:0]light_M2 
	 );
    parameter  S1=0, S2=1, S3 =2, S4=3, S5=4,S6=5;
    reg [3:0]count;
    reg[2:0] ps;
    parameter  sec7=7,sec5=5,sec2=2,sec3=3;
    always@(posedge clk or posedge rst)
        begin
        if(rst==1)
        begin
        ps<=S1;
        count<=0;
        end
        else 
            case(ps)
                S1: if(count<sec7)
                        begin
                        ps<=S1;
                        count<=count+1;
                        end
                    else
                        begin
                        ps<=S2;
                        count<=0;
                        end
                S2: if(count<sec2)
                        begin
                        ps<=S2;
                        count<=count+1;
                        end
                    else
                        begin
                        ps<=S3;
                        count<=0;
                        end
              S3: if(count<sec5)
                        begin
                        ps<=S3;
                        count<=count+1;
                        end
                    else
                        begin
                        ps<=S4;
                        count<=0;
                        end
                S4:if(count<sec2)
                        begin
                        ps<=S4;
                        count<=count+1;
                        end
                    else
                        begin
                        ps<=S5;
                        count<=0;
                        end
                S5:if(count<sec3)
                        begin
                        ps<=S5;
                        count<=count+1;
                        end
                    else
                        begin
                        ps<=S6;
                        count<=0;
                        end
                S6:if(count<sec2)
                        begin
                        ps<=S6;
                        count<=count+1;
                        end
                    else
                        begin
                        ps<=S1;
                        count<=0;
                        end
                default: ps<=S1;
                endcase
            end   
            always@(ps)    
            begin   
           case(ps)          
                    S1:
                    begin
                       light_M1<=3'b001;
                       light_M2<=3'b001;
                       light_MT<=3'b100;
                       light_S<=3'b100;
                    end
                    S2:
                    begin 
                       light_M1<=3'b001;
                       light_M2<=3'b010;
                       light_MT<=3'b100;
                       light_S<=3'b100;
                    end
                    S3:
                    begin
                       light_M1<=3'b001;
                       light_M2<=3'b100;
                       light_MT<=3'b001;
                       light_S<=3'b100;
                    end
                    S4:
                    begin
                       light_M1<=3'b010;
                       light_M2<=3'b100;
                       light_MT<=3'b010;
                       light_S<=3'b100;
                    end
                    S5:
                    begin
                       light_M1<=3'b100;
                       light_M2<=3'b100;
                       light_MT<=3'b100;
                       light_S<=3'b001;
                    end
                    S6:
                    begin 
                       light_M1<=3'b100;
                       light_M2<=3'b100;
                       light_MT<=3'b100;
                       light_S<=3'b010;
                    end
  default:
                    begin 
                       light_M1<=3'b000;
                       light_M2<=3'b000;
                       light_MT<=3'b000;
                       light_S<=3'b000;
                    end
                  endcase
            end                         
endmodule
File: run.sh
#!/bin/bash
# OpenROAD 26Q1-2900-gdf79404cd8, Yosys 0.63+post, stock flow scripts
make -C /OpenROAD-flow-scripts/flow DESIGN_CONFIG=/design/flow/config.mk WORK_HOME=/design/flow/orfs finish
File: config.mk
export PLATFORM = sky130hd
export DESIGN_NAME = Traffic_Light_Controller
export DESIGN_NICKNAME = Traffic_Light_Controller
export VERILOG_FILES = /design/flow/design.v
export SDC_FILE = /design/flow/constraint.sdc
export NUM_CORES = 4
export LEC_CHECK = 1
export CORE_AREA = 10 10 70 70
export DIE_AREA = 0 0 80 80
File: constraint.sdc
current_design Traffic_Light_Controller

set clk_period 2.1
set clk_io_pct 0.2

create_clock -name clk0 -period $clk_period [get_ports {clk}]

set non_clock_inputs [all_inputs -no_clocks]
set_input_delay [expr $clk_period * $clk_io_pct] -clock clk0 $non_clock_inputs
set_output_delay [expr $clk_period * $clk_io_pct] -clock clk0 [all_outputs]
==> flow_summary.ini <==
; yosys + openroad results
[outcome]
run_status = finished clean

[route]
vias = 618
n_antenna_cell = 0
wl_um = 1610
dr.first_iter.drc_count = 98
ant_nets = 0
route.detailed.wl_per_inst_um = 11.6
first_pass_iters = 4
route.detailed.vias_per_inst = 4.45
drc_errors = 0

[final_timing]
grt_setup_unrepaired = false
timing.final.crit_share = 0.972
maxSlewHeadroom = 0.736
fmax_mhz = 490
clock_skews_ns = 0.000863
setup_tns_ns = 0
timing_max_transition_violations_final = 0
worstMarginPinSlew_ns = 0.396
finalWorstPathRequiredPeriod_ns = 2.04
timing.final.hold_violations = 0
finalSetupViolCount = 0

[final_layout]
final_layout_size_suffix_gt1_frac = 0.269
stdcell_count = 139
area_growth_syn_to_layout_pct = 34.4
fillCellCount = 359

[global_route]
grt_max_degree = 12
grt_first_pass_wirelength_um = 2770
grt_util_all_layers = 0.0511
global_route.overflow_total = 0
grt_pass1_vias = 576
antenna_found_initial = 0

[critical_path]
kind_of_capture_point_of_the_worst_setup_path = primary output
cpPeakStageDelay_ns = 0.55
critical_path.n_buffers_inverters = 2
critPathKind = flop to primary output
arrival_ns = 1.62
critical_path.startpoint_type = flop
crit_path_max_fanout = 5
path_delay_family = simple AND/OR/NAND/NOR gates
required_ns = 1.68
worst_path_slowest_cell = or4_4
timing.critical_path.cells = buf_4 > or4_4 > dlygate4sd2_1

[pwr]
p_per_area_nw_per_um2 = 412
relative_contribution_of_combinational_cells_to_total_power = 0.015
p_clk_frac = 0.469
power.total_mw = 0.373
p_leak_nw = 0.432
power_switching_mw = 0.0736
share_seq_of_total_power = 0.516
intPower_mw = 0.299
switching_share_of_total_power = 0.197
worst_voltage_drop_across_the_vdd_grid_mv = 0.125

[clocking]
clockBufferDepth = 2
clkTransAtPathRegs_ns = 0.07
clk-insertion-delay-late_ns = 0.26
cts_inserted_buffers = 3
cts_sinks = 10
htree_num_levels = 1
holdBufCountCts = 0
clock_tree.root_cell = clkbuf_4
tritoncts_clock_tree = built

[synthesis]
ys_cells = 77
synth_cell_type_count = 32
synth.cell_area_um2 = 673
synthFlopType = dfrtp_1
asyncSetResetFlopFracSynth = 1.00
postSynthRegisterBits = 10
number_of_enable_type_register_cells_in_the_synthesized_netlist = 0
seq_area_frac_synth = 0.374
synth_area_per_cell_um2 = 8.74
netlist_instances = 77
synth-area-yosys_um2 = 673
yosysWarningCount = 1

[floorplanning]
initial_utilization = 0.197
dieWidth_um = 80
core_region_area_um2 = 3420
floorplan.io_pins = 14
die_height_um = 80
design.die.area_um2 = 6400
floorplan.rows = 21

[place]
io_buffers = 13
dp_hpwl_um = 1100
dp.cells = 127
gp_congestion = 0.882

[run]
maxCapViolations = 0
tool_warnings = 26

[hold_path]
worstHoldPathType = input pin to async pin
metal layers:
metal  wire (µm)  vias to the layer above  GRT usage  share of wire
met5           0                        -          0              0
met3         142                        2     0.0136          0.088
met1         722                      292     0.0720           0.45
li1            -                      293          -              -
met2         725                       31     0.0746           0.45
met4          17                        0     0.0141          0.011
cells in the mapped netlist, drive strengths merged (2+ instances only):
cell type / count / area share
dfrtp: 9 / 0.33
nor2: 9 / 0.065
clkbuf: 7 / 0.054
inv: 6 / 0.033
a21oi: 5 / 0.037
nand2: 5 / 0.028
nor3: 5 / 0.037
o21ai: 5 / 0.037
or3: 3 / 0.030
buf: 2 / 0.033
ha: 2 / 0.037
nand2b: 2 / 0.019
o31ai: 2 / 0.037
or4: 2 / 0.033
per-stage QoR:
step / util / cell area (µm²) / setup slack, ns / hold WS (ns)
floorplan: - / 673 / 0.625 / 0.259
global placement: 0.234 / 800 / 0.170 / 0.511
detailed placement: 0.234 / 800 / 0.156 / 0.518
CTS: 0.259 / 885 / 0.00822 / 0.436
global route: 0.265 / 905 / 0.00969 / 0.465
finish: 0.265 / 905 / 0.0582 / 0.431
area by class of cell:
type,instances,area (µm²),share of cell area
clock buffers,4,36.3,0.0401
inverters,6,22.5,0.0249
multi-input cells,51,333,0.368
flip-flops and latches,10,254,0.281
well taps,46,57.6,0.0636
repair buffers,22,201,0.223
worst paths after layout:
check | cells past startpoint | to | slack, ns | startpoint
min in group clk0 | 1 | count[0] | 0.53 | count[0]
max in group asynchronous | 2 | ps[0] | 1.35 | rst
min reg2reg | 1 | count[0] | 0.53 | count[0]
min | 2 | ps[4] | 0.43 | rst
max reg2reg | 5 | count[0] | 0.47 | ps[1]
max | 3 | light_M2[2] | 0.06 | ps[1]
cell families (layout without fill, tap and decap cells):
group / after synthesis / count (layout) / share of synthesized area
buf+inv: 16 / 32 / 0.136
compound gates: 18 / 18 / 0.182
simple gates: 30 / 30 / 0.257
mux: 1 / 1 / 0.0149
flops: 10 / 10 / 0.374
fa+ha+maj: 2 / 2 / 0.0372
cells in the final DEF, fill, tap and decap left out, types with 2 or more instances in the layout:
cell type and count:
nor2_1 7, inv_1 6, clkbuf_4 3, nand2_1 5
or4_4 2, dfrtp_1 7, a21oi_1 5, clkdlybuf4s50_1 10
o21ai_0 4, dlymetal6s2s_1 2, nand2b_1 2, or3_1 2
buf_4 9, o31ai_2 2, ha_1 2, dfrtp_2 2
nor3_1 5
power groups by stage:
stage         sequential, mW  combinational, mW  clock (mW)
finish                 0.193            0.00562       0.175
global route           0.192            0.00654       0.192
CTS                    0.192            0.00594       0.180
flip-flops by register name, indices dropped and copies added, names as in the netlist:
signal and count:
ps 6, count 4
what timing repair did:
| item | in CTS | in global routing |
|---|---|---|
| resized | 4 | 2 |
| gates cloned | 0 | 0 |
| pin swaps | 3 | 1 |
| endpoints found under the setup margin | 3 | 2 |
| buffers inserted | 6 | 2 |
Power figures rest on the tool's default switching activity, not on a simulated workload.
